==> /design/flow/design.v <==
module FIFO1(CLK,
             RST,
             D_IN,
             ENQ,
             FULL_N,
             D_OUT,
             DEQ,
             EMPTY_N,
             CLR
             );
   parameter width = 1;
   parameter guarded = 1'b1;
   input                  CLK;
   input                  RST;
   input [width - 1 : 0]  D_IN;
   input                  ENQ;
   input                  DEQ;
   input                  CLR ;
   output                 FULL_N;
   output [width - 1 : 0] D_OUT;
   output                 EMPTY_N;
   reg [width - 1 : 0]    D_OUT;
   reg                    empty_reg ;
   assign                 EMPTY_N = empty_reg ;
   // synopsys translate_off
   initial
     begin
        D_OUT   = {((width + 1)/2) {2'b10}} ;
        empty_reg = 1'b0 ;
     end  
   // synopsys translate_on
   assign FULL_N = !empty_reg;
   always@(posedge CLK )
     begin
        if (RST == 1'b0)
          begin
             empty_reg <=  1'b0;
          end  
        else
           begin
              if (CLR)
                begin
                   empty_reg <=  1'b0;
                end  
              else if (ENQ)
                begin
                   empty_reg <=  1'b1;
                end  
              else if (DEQ)
                begin
                   empty_reg <=  1'b0;
                end  
           end  
     end  
   always@(posedge CLK )
     begin
           begin
              if (ENQ)
                D_OUT     <=  D_IN;
           end  
     end  
   // synopsys translate_off
   always@(posedge CLK)
     begin: error_checks
        reg deqerror, enqerror ;
        deqerror =  0;
        enqerror = 0;
        if (RST == ! 1'b0)
           begin
              if ( ! empty_reg && DEQ )
                begin
                   deqerror = 1 ;
                   $display( "Warning: FIFO1: %m -- Dequeuing from empty fifo" ) ;
                end
              if ( ! FULL_N && ENQ && (!DEQ || guarded) )
                begin
                   enqerror =  1 ;
                   $display( "Warning: FIFO1: %m -- Enqueuing to a full fifo" ) ;
                end
           end  
     end
   // synopsys translate_on
endmodule
module FIFO2(CLK,
             RST,
             D_IN,
             ENQ,
             FULL_N,
             D_OUT,
             DEQ,
             EMPTY_N,
             CLR);
   parameter width = 1;
   parameter guarded = 1'b1;
   input     CLK ;
   input     RST ;
   input [width - 1 : 0] D_IN;
   input                 ENQ;
   input                 DEQ;
   input                 CLR ;
   output                FULL_N;
   output                EMPTY_N;
   output [width - 1 : 0] D_OUT;
   reg                    full_reg;
   reg                    empty_reg;
   reg [width - 1 : 0]    data0_reg;
   reg [width - 1 : 0]    data1_reg;
   assign                 FULL_N = full_reg ;
   assign                 EMPTY_N = empty_reg ;
   assign                 D_OUT = data0_reg ;
   wire                   d0di = (ENQ && ! empty_reg ) || ( ENQ && DEQ && full_reg ) ;
   wire                   d0d1 = DEQ && ! full_reg ;
   wire                   d0h = ((! DEQ) && (! ENQ )) || (!DEQ && empty_reg ) || ( ! ENQ &&full_reg) ;
   wire                   d1di = ENQ & empty_reg ;
   // synopsys translate_off
   initial
     begin
        data0_reg   = {((width + 1)/2) {2'b10}} ;
        data1_reg  = {((width + 1)/2) {2'b10}} ;
        empty_reg = 1'b0;
        full_reg  = 1'b1;
     end  
   // synopsys translate_on
   always@(posedge CLK )
     begin
        if (RST == 1'b0)
          begin
             empty_reg <=  1'b0;
             full_reg  <=  1'b1;
          end  
        else
          begin
             if (CLR)
               begin
                  empty_reg <=  1'b0;
                  full_reg  <=  1'b1;
               end  
             else if ( ENQ && ! DEQ )  
               begin
                  empty_reg <=  1'b1;
                  full_reg <=  ! empty_reg ;
               end
             else if ( DEQ && ! ENQ )
               begin
                  full_reg  <=  1'b1;
                  empty_reg <=  ! full_reg;
               end  
          end  
     end  
   always@(posedge CLK )
     begin
          begin
             data0_reg  <= 
                           {width{d0di}} & D_IN | {width{d0d1}} & data1_reg | {width{d0h}} & data0_reg ;
             data1_reg <= 
                          d1di ? D_IN : data1_reg ;
          end  
     end  
   // synopsys translate_off
   always@(posedge CLK)
     begin: error_checks
        reg deqerror, enqerror ;
        deqerror =  0;
        enqerror = 0;
        if (RST == ! 1'b0)
          begin
             if ( ! empty_reg && DEQ )
               begin
                  deqerror =  1;
                  $display( "Warning: FIFO2: %m -- Dequeuing from empty fifo" ) ;
               end
             if ( ! full_reg && ENQ && (!DEQ || guarded) )
               begin
                  enqerror = 1;
                  $display( "Warning: FIFO2: %m -- Enqueuing to a full fifo" ) ;
               end
          end
     end  
   // synopsys translate_on
endmodule
module dut(CLK,
	   RST_N,
	   write_address,
	   write_data,
	   write_en,
	   write_rdy,
	   read_address,
	   read_en,
	   read_data,
	   read_rdy);
  input  CLK;
  input  RST_N;
  input  [2 : 0] write_address;
  input  write_data;
  input  write_en;
  output write_rdy;
  input  [2 : 0] read_address;
  input  read_en;
  output read_data;
  output read_rdy;
  reg read_data;
  wire read_rdy, write_rdy;
  wire a_data$whas, b_data$whas, pwyff_deq$whas;
  wire a_ff$CLR,
       a_ff$DEQ,
       a_ff$D_IN,
       a_ff$D_OUT,
       a_ff$EMPTY_N,
       a_ff$ENQ,
       a_ff$FULL_N;
  wire b_ff$CLR,
       b_ff$DEQ,
       b_ff$D_IN,
       b_ff$D_OUT,
       b_ff$EMPTY_N,
       b_ff$ENQ,
       b_ff$FULL_N;
  wire y_ff$CLR,
       y_ff$DEQ,
       y_ff$D_IN,
       y_ff$D_OUT,
       y_ff$EMPTY_N,
       y_ff$ENQ,
       y_ff$FULL_N;
  assign write_rdy = 1'd1 ;
  always@(read_address or
	  y_ff$EMPTY_N or y_ff$D_OUT or a_ff$FULL_N or b_ff$FULL_N)
  begin
    case (read_address)
      3'd0: read_data = a_ff$FULL_N;
      3'd1: read_data = b_ff$FULL_N;
      3'd2: read_data = y_ff$EMPTY_N;
      default: read_data = read_address == 3'd3 && y_ff$EMPTY_N && y_ff$D_OUT;
    endcase
  end
  assign read_rdy = 1'd1 ;
  FIFO2 #(.width(32'd1), .guarded(1'd1)) a_ff(.RST(RST_N),
					      .CLK(CLK),
					      .D_IN(a_ff$D_IN),
					      .ENQ(a_ff$ENQ),
					      .DEQ(a_ff$DEQ),
					      .CLR(a_ff$CLR),
					      .D_OUT(a_ff$D_OUT),
					      .FULL_N(a_ff$FULL_N),
					      .EMPTY_N(a_ff$EMPTY_N));
  FIFO1 #(.width(32'd1), .guarded(1'd1)) b_ff(.RST(RST_N),
					      .CLK(CLK),
					      .D_IN(b_ff$D_IN),
					      .ENQ(b_ff$ENQ),
					      .DEQ(b_ff$DEQ),
					      .CLR(b_ff$CLR),
					      .D_OUT(b_ff$D_OUT),
					      .FULL_N(b_ff$FULL_N),
					      .EMPTY_N(b_ff$EMPTY_N));
  FIFO2 #(.width(32'd1), .guarded(1'd1)) y_ff(.RST(RST_N),
					      .CLK(CLK),
					      .D_IN(y_ff$D_IN),
					      .ENQ(y_ff$ENQ),
					      .DEQ(y_ff$DEQ),
					      .CLR(y_ff$CLR),
					      .D_OUT(y_ff$D_OUT),
					      .FULL_N(y_ff$FULL_N),
					      .EMPTY_N(y_ff$EMPTY_N));
  assign a_data$whas = write_en && write_address == 3'd4 ;
  assign b_data$whas = write_en && write_address == 3'd5 ;
  assign pwyff_deq$whas = read_en && read_address == 3'd3 ;
  assign a_ff$D_IN = write_data ;
  assign a_ff$ENQ = a_ff$FULL_N && a_data$whas ;
  assign a_ff$DEQ = y_ff$FULL_N && a_ff$EMPTY_N && b_ff$EMPTY_N ;
  assign a_ff$CLR = 1'b0 ;
  assign b_ff$D_IN = write_data ;
  assign b_ff$ENQ = b_ff$FULL_N && b_data$whas ;
  assign b_ff$DEQ = y_ff$FULL_N && a_ff$EMPTY_N && b_ff$EMPTY_N ;
  assign b_ff$CLR = 1'b0 ;
  assign y_ff$D_IN = a_ff$D_OUT || b_ff$D_OUT ;
  assign y_ff$ENQ = y_ff$FULL_N && a_ff$EMPTY_N && b_ff$EMPTY_N ;
  assign y_ff$DEQ = y_ff$EMPTY_N && pwyff_deq$whas ;
  assign y_ff$CLR = 1'b0 ;
endmodule   
module dut_wrapper (
    input wire CLK,
    input wire RST_N,
    input wire [2:0] write_address,
    input wire write_data,
    input wire write_en,
    output wire write_rdy,
    input wire [2:0] read_address,
    input wire read_en,
    output wire read_data,
    output wire read_rdy,
    output wire a_ff_dout,
    output wire b_ff_dout,
    output wire y_ff_dout
);
  dut dut_inst (
      .CLK(CLK),
      .RST_N(RST_N),
      .write_address(write_address),
      .write_data(write_data),
      .write_en(write_en),
      .write_rdy(write_rdy),
      .read_address(read_address),
      .read_en(read_en),
      .read_data(read_data),
      .read_rdy(read_rdy)
  );
  assign a_ff_dout = dut_inst.a_ff$D_OUT;
  assign b_ff_dout = dut_inst.b_ff$D_OUT;
  assign y_ff_dout = dut_inst.y_ff$D_OUT;
initial begin
  $dumpfile("waveform.vcd");
  $dumpvars(0, dut_wrapper);
end
endmodule
==> /design/flow/run.sh <==
#!/bin/bash
# OpenROAD 26Q1-2900-gdf79404cd8, Yosys 0.63+post, stock flow scripts
make -C /OpenROAD-flow-scripts/flow DESIGN_CONFIG=/design/flow/config.mk WORK_HOME=/design/flow/orfs finish
==> /design/flow/config.mk <==
export PLATFORM = sky130hd
export DESIGN_NAME = dut_wrapper
export DESIGN_NICKNAME = dut_wrapper
export VERILOG_FILES = /design/flow/design.v
export SDC_FILE = /design/flow/constraint.sdc
export NUM_CORES = 4
export LEC_CHECK = 1
export CORE_AREA = 10 10 81 81
export DIE_AREA = 0 0 91 91
==> /design/flow/constraint.sdc <==
current_design dut_wrapper

set clk_period 2.6
set clk_io_pct 0.2

create_clock -name clk0 -period $clk_period [get_ports {CLK}]

set non_clock_inputs [all_inputs -no_clocks]
set_input_delay [expr $clk_period * $clk_io_pct] -clock clk0 $non_clock_inputs
set_output_delay [expr $clk_period * $clk_io_pct] -clock clk0 [all_outputs]
==> reports/qor.txt <==
Max-cap violations: 0
Setup CP Type: primary input to primary output
Cells on worst reg2reg path: 7
Worst Setup Start Kind: primary input
Max incr delay on CP: 0.46 ns
Clk latency of the worst-skew pair: 0.23 ns
GP Congestion: 0.7938
Hold buffers post-CTS: 0
GRT Util Overall: 3.341%
Unique cell types: 27
Synth-to-Final Area Change: 37.02%
Most used logic cell in the final layout: clkdlybuf4s50_1
HPWL Detailed: 1.060 mm
Pwr Total: 0.4161 mW
Floorplan core density: 12.91%
Flop2flop setup slack: 1.11 ns
Vias in the first global route: 501
Die area: 0.008281 sq mm
Buffers added on ports: 11
CP arrival: 1.64 ns
Power density cells: 488.4 mW/mm^2
Fin area: 852.1 sq um
Most frequent cells in the layout: clkdlybuf4s50_1 (10), nand2_1 (8), dfxtp_1 (7)
CTS sink count: 10
CP max FO: 5
Grt ovf: 0
Worst reg2reg endpoint: dut_inst.y_ff.full_reg$_SDFFE_PN1P_
Critical-path cell list: clkdlybuf4s50_1 -> nor2_1 -> a21oi_1 -> a2111oi_2 -> dlymetal6s2s_1
Fin Clk Skew: 0.002410 ns
Core ar.: 0.004817 sq mm
DP Area: 789.5 sq um
Setup crit end kind: primary output
Unrepaired setup endpoints after global routing: no
CTS Buffer Depth: 2
Final worst slack: 0.4375 ns
Tool Warnings: 28
Residual DRC: 0
Iter 0 DRT Violations: 30
Cell type with the largest total area: dfxtp_1
Final period util: 83.17%
Slew Limit Fails: 0
Htree depth: 1
Hold_ws: 0.5156 ns
Final Hold Viols: 0
I/O Pins: 17
Synth flops: 10
First-pass GRT wire length: 2.318 mm
Cell total in the yosys stat output: 75
Share of cells above drive strength 1: 10.23%
Worst path slowest cell: clkdlybuf4s50_1
Max VDD drop: 0.1510 mV
Die Width: 91 um
Critical path origin: read_address[1]
Wire per inst: 8.806 um
Util after Layout: 17.69%
Biggest area cells: dfxtp_1 (23%), edfxtp_1 (14%), ha_1 (10%)
WL final: 1.365 mm
Fmax: 462.4 MHz
Area share, top type: 22.54%
Vias/cell: 3.374
Mean Syn Cell Area: 8.291 sq um
Yosys chip area: 621.8 sq um
Worst R2R Start: dut_inst.a_ff.empty_reg$_SDFFE_PN0P_
CTS tree: built
Mapped cell area: 621.8 sq um
Antenna diodes: 0
Clock transition at path regs: 0.05 ns
Cells after DPL: 151
Yosys warns: 13
Initial antenna violation count: 0
Worst setup endpoint: read_data
Hold Path Class: flip-flop to flip-flop
CTS buffer count: 3
Fin crit period: 2.162 ns
TritonRoute pass-1 iters: 4
Cell row count: 25
Status: complete, no violations
Endpoints failing setup: 0
Clk root buf: clkbuf_8
Crit path DRT: 2.08 ns
Detail Route Antenna Nets: 0
Die H: 91 um
Dpl ws: 0.02495 ns
Setup TNS: 0 ns
Largest net degree at the start of global routing: 9
Cells after synthesis: 75
Sequential area share after synthesis: 37.02%
Vias: 523
Leakage Power: 0.3630 nW
Final cell count without fillers: 155
[cells in the mapped netlist (all sizes together)]
library cell,number
nand3b,1
inv,7
nor2,6
conb,2
o31ai,1
nand2,9
mux2i,1
and2,2
nor3,2
a31oi,3
and4b,1
buf,5
or2,1
o211ai,3
nor4,1
a2111oi,1
dfxtp,7
a21oi,3
and3,1
edfxtp,3
ha,5
a21bo,1
nand3,4
o21ai,4
nor2b,1
[area by class of cell]
type	count	area, sq um
sequential	10	230.2
clock buffer	4	55.05
multi-input combinational	56	344.1
inverter	7	26.28
timing repair buffer	11	112.6
tap	67	83.83
fill	549	3965
[cells by family (layout without fill, tap and decap cells)]
logic type	after synthesis	count (layout)	synth area share [%]
AND-OR/OR-AND	16	16	16.70
adder cells (fa/ha/maj)	5	5	10.06
buffers and inverters	12	22	10.26
flip-flops	10	10	37.02
multiplexers	1	1	1.610
other	2	5	1.208
AND/OR/NAND/NOR	29	29	23.14
[worst max-delay path, delay by kind of cell]
kind	cells	cell delay [ns]
buffers and inverters	2	0.60
AOI/OAI and AO/OA	2	0.40
and+or+nand+nor	1	0.12
[where the power goes]
| group | internal, mW | leakage, nW | switching, mW |
|---|---|---|---|
| clock network | 0.133 | 0.0288 | 0.0606 |
| registers | 0.169 | 0.0841 | 0.00775 |
| logic | 0.0280 | 0.250 | 0.0175 |
| total | 0.330 | 0.363 | 0.0858 |
[worst min-delay path by stage]
stage	from	endpoint	slack, ns	cells past startpoint
global route	dut_inst.b_ff.D_OUT$_DFFE_PP_	dut_inst.y_ff.data1_reg$_DFFE_PP_	0.54	1
CTS	dut_inst.a_ff.data1_reg$_DFFE_PP_	dut_inst.a_ff.data0_reg$_DFF_P_	0.51	2
finish	dut_inst.a_ff.data1_reg$_DFFE_PP_	dut_inst.a_ff.data0_reg$_DFF_P_	0.52	2
[repair_timing]
action	4_1_cts	5_1_grt
buffers inserted	0	0
hold endpoints to repair	0	0
resized	0	2
setup endpoints to repair	0	1
[layer usage]
metal  up-vias  track usage, %  wire, um
met3         2           2.075       162
met5         -               0         0
met1       220           5.274       763
li1        279               -         -
met2        22           3.640       430
met4         0          0.3916         8
Power is estimated from default activity; no workload was simulated.
